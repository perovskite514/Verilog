[/design/flow/run.sh]
#!/bin/bash
# OpenROAD 26Q1-2900-gdf79404cd8, Yosys 0.63+post, stock flow scripts
make -C /OpenROAD-flow-scripts/flow DESIGN_CONFIG=/design/flow/config.mk WORK_HOME=/design/flow/orfs finish
[/design/flow/constraint.sdc]
current_design fadd_p2_wrap

set clk_period 46.3
set clk_io_pct 0.2

create_clock -name clk0 -period $clk_period [get_ports {clk}]

set non_clock_inputs [all_inputs -no_clocks]
set_input_delay [expr $clk_period * $clk_io_pct] -clock clk0 $non_clock_inputs
set_output_delay [expr $clk_period * $clk_io_pct] -clock clk0 [all_outputs]
[/design/flow/design.v]
`default_nettype none
module fadd(
input wire [31:0] x1,
input wire [31:0] x2,
output wire [31:0] y,
output wire ovf
    );
    wire s1 = x1[31];
    wire s2 = x2[31];
    wire [7:0] e1 = x1[30:23];
    wire [7:0] e2 = x2[30:23];
    wire [22:0] m1 = x1[22:0];
    wire [22:0] m2 = x2[22:0];
    wire [24:0] m1a = (e1 == 0) ? {2'b00, m1} : {2'b01, m1};
    wire [24:0] m2a = (e2 == 0) ? {2'b00, m2} : {2'b01, m2};
    wire [7:0] e1a = (e1 == 0) ? 1 : e1;
    wire [7:0] e2a = (e2 == 0) ? 1 : e2;
    wire [7:0] e2ai = ~e2a;
    wire [8:0] te = {1'b0, e1a} + {1'b0, e2ai};
    wire ce = te[8] ? 0 : 1;
    wire [7:0] te1 = te + 1;
    wire [7:0] tde = (ce == 0) ? te1[7:0] : (~te[7:0]);
    wire [4:0] de = (|tde[7:5]) ? 31 : tde[4:0];
    wire sel = (de != 0) ? ce :
               (m1a > m2a) ? 0 : 1;
    wire [24:0] ms = sel ? m2a : m1a;
    wire [24:0] mi = sel ? m1a : m2a;
    wire [7:0] es = sel ? e2a : e1a;
    wire [7:0] ei = sel ? e1a : e2a;
    wire ss = sel ? s2 : s1;
    wire [55:0] mie = {mi, 31'b0};
    wire [55:0] mia = mie[55:0] >> de;
    wire [26:0] mye = (s1 == s2) ? {ms, 2'b0} + mia[55:29] : {ms, 2'b0} - mia[55:29];
    wire [7:0] esi = es + 1;
    wire [26:0] myd = (~mye[26]) ? mye :
                      (&esi) ? {2'b01, 25'b0} : (mye >> 1);
    wire [7:0] eyd = (~mye[26]) ? es :
                     (&esi) ? 255 : esi;
    wire tstck = |(mia[28:0]);
    wire stck = (~mye[26]) ? tstck :
                (&esi) ? 1'b0 : (tstck || mye[0]);  
    wire [4:0] se= myd[25] ? 0 :
                   myd[24] ? 1 :
                   myd[23] ? 2 :
                   myd[22] ? 3 :
                   myd[21] ? 4 :
                   myd[20] ? 5 :
                   myd[19] ? 6 :
                   myd[18] ? 7 :
                   myd[17] ? 8 :
                   myd[16] ? 9 :
                   myd[15] ? 10 :
                   myd[14] ? 11 :
                   myd[13] ? 12 :
                   myd[12] ? 13 :
                   myd[11] ? 14 :
                   myd[10] ? 15 :
                   myd[9] ? 16 :
                   myd[8] ? 17 :
                   myd[7] ? 18 :
                   myd[6] ? 19 :
                   myd[5] ? 20 :
                   myd[4] ? 21 :
                   myd[3] ? 22 :
                   myd[2] ? 23 :
                   myd[1] ? 24 :
                   myd[0] ? 25 : 26;
    wire [8:0] eyf =  {1'b0, eyd} - {4'b0, se};
    wire [7:0] eyr = (eyf[8] || (~(|eyf))) ? 8'b0 : eyf[7:0];
    wire [26:0] myf = (eyf[8] || (~(|eyf))) ? (myd << (eyd[4:0] - 1)) : (myd << se);
    wire [24:0] myr = (myf[1] == 1 && myf[0] == 0 && stck == 0 && myf[2] == 1)
                    || (myf[1] == 1 && myf[0] == 0 && s1 == s2 && stck ==1)
                    || (myf[1] == 1 && myf[0] == 1)
                    ? myf[26:2] + 25'b1
                    : myf[26:2];
    wire [7:0] enri = eyr + 8'b1;
    wire [7:0] ey = (myr[24]) ? enri[7:0] :
                   (~(|myr[23:0]))  ? 0 : eyr;
    wire [22:0] my = (myr[24]) ? 23'b0 :
                   (~(|myr[23:0])) ? 23'b0 : myr[22:0];
    wire sy = ((ey == 0) && (my == 0)) ? (s1 && s2) : ss;
    wire nzm1 = |(m1[22:0]);
    wire nzm2 = |(m2[22:0]);
    wire flag_e1 = (&e1) ? 1 : 0;  
    wire flag_e2 = (&e2) ? 1 : 0;
    assign y = (flag_e1 && (~flag_e2)) ? {s1, 8'd255, nzm1, m1[21:0]} :
               (flag_e2 && (~flag_e1)) ? {s2, 8'd255, nzm2, m2[21:0]} :
               (flag_e1 && flag_e2 && nzm1) ? {s1, 8'd255, 1'b1, m1[21:0]} :
               (flag_e1 && flag_e2 && nzm2) ? {s2, 8'd255, 1'b1, m2[21:0]} :
               (flag_e1 && flag_e2 && (s1 == s2)) ? {s1, 8'd255, 23'b0} :
               (flag_e1 && flag_e2) ? {1'b1, 8'd255, 1'b1, 22'b0} : {sy, ey, my};
    assign ovf = ~(flag_e1) && ~(flag_e2) && (&ey) ? 1 : 0;
endmodule
module fadd_wrap (input wire [31:0]  x1,
	     input wire [31:0]	x2,
	     output wire [31:0] y,
	     output wire 	ovf);
   fadd u1(x1,x2,y,ovf);
endmodule
`default_nettype none
module fadd_p2 (input wire [31:0] x1,
		input wire [31:0] x2,
		output reg [31:0] y,
		output reg 	  ovf,
		input wire 	  clk,
		input wire 	  rstn);
    wire s1 = x1[31];
    wire s2 = x2[31];
    wire [7:0] e1 = x1[30:23];
    wire [7:0] e2 = x2[30:23];
    wire [22:0] m1 = x1[22:0];
    wire [22:0] m2 = x2[22:0];
    wire [24:0] m1a = (e1 == 0) ? {2'b00, m1} : {2'b01, m1};
    wire [24:0] m2a = (e2 == 0) ? {2'b00, m2} : {2'b01, m2};
    wire [7:0] e1a = (e1 == 0) ? 1 : e1;
    wire [7:0] e2a = (e2 == 0) ? 1 : e2;
    wire [7:0] e2ai = ~e2a;
    wire [8:0] te = {1'b0, e1a} + {1'b0, e2ai};
    wire ce = te[8] ? 0 : 1;
    wire [7:0] te1 = te + 1; 
    wire [7:0] tde = (ce == 0) ? te1[7:0] : (~te[7:0]);
    wire [4:0] de = (|tde[7:5]) ? 31 : tde[4:0]; 
    wire sel = (de != 0) ? ce :
               (m1a > m2a) ? 0 : 1;
    wire [24:0] ms = sel ? m2a : m1a;
    wire [24:0] mi = sel ? m1a : m2a;
    wire [7:0] es = sel ? e2a : e1a;
    wire [7:0] ei = sel ? e1a : e2a;
    wire [55:0] mie = {mi, 31'b0};
    wire [55:0] mia = mie[55:0] >> de;
    wire [26:0] mye = (s1 == s2) ? {ms, 2'b0} + mia[55:29] : {ms, 2'b0} - mia[55:29];
    wire [7:0] esi = es + 1;
    wire [26:0] myd = (~mye[26]) ? mye :
                      (&esi) ? {2'b01, 25'b0} : (mye >> 1);  
    wire [7:0] eyd = (~mye[26]) ? es :
                     (&esi) ? 255 : esi;  
    wire tstck = |(mia[28:0]);
    wire stck = (~mye[26]) ? tstck :
                (&esi) ? 1'b0 : (tstck || mye[0]);  
    wire [4:0] se= myd[25] ? 0 :
                   myd[24] ? 1 :
                   myd[23] ? 2 :
                   myd[22] ? 3 :
                   myd[21] ? 4 :
                   myd[20] ? 5 :
                   myd[19] ? 6 :
                   myd[18] ? 7 :
                   myd[17] ? 8 :
                   myd[16] ? 9 :
                   myd[15] ? 10 :
                   myd[14] ? 11 :
                   myd[13] ? 12 :
                   myd[12] ? 13 :
                   myd[11] ? 14 :
                   myd[10] ? 15 :
                   myd[9] ? 16 :
                   myd[8] ? 17 :
                   myd[7] ? 18 :
                   myd[6] ? 19 :
                   myd[5] ? 20 :
                   myd[4] ? 21 :
                   myd[3] ? 22 :
                   myd[2] ? 23 :
                   myd[1] ? 24 :
                   myd[0] ? 25 : 26;  
    reg [7:0] eydreg;
    reg stckreg;
    reg selreg;
    reg [4:0] sereg;
    reg [26:0] mydreg;
    reg s1reg; 
    reg s2reg; 
    reg [7:0] e1reg;
    reg [7:0] e2reg;
    reg [22:0] m1reg;
    reg [22:0] m2reg;
    wire ss = selreg ? s2reg : s1reg;
    wire [8:0] eyf =  {1'b0, eydreg} - {4'b0, sereg};
    wire [7:0] eyr = (eyf[8] || (~(|eyf))) ? 8'b0 : eyf[7:0];
    wire [26:0] myf = (eyf[8] || (~(|eyf))) ? (mydreg << (eydreg[4:0] - 1)) : (mydreg << sereg);
    wire [24:0] myr = (myf[1] == 1 && myf[0] == 0 && stckreg == 0 && myf[2] == 1)
                    || (myf[1] == 1 && myf[0] == 0 && s1reg == s2reg && stckreg ==1)
                    || (myf[1] == 1 && myf[0] == 1)
                    ? myf[26:2] + 25'b1
                    : myf[26:2];
    wire [7:0] enri = eyr + 8'b1;
    wire [7:0] ey = (myr[24]) ? enri[7:0] :
                   (~(|myr[23:0]))  ? 0 : eyr;
    wire [22:0] my = (myr[24]) ? 23'b0 :
                   (~(|myr[23:0])) ? 23'b0 : myr[22:0];
    wire sy = ((ey == 0) && (my == 0)) ? (s1reg && s2reg) : ss;
    wire nzm1 = |(m1reg[22:0]);
    wire nzm2 = |(m2reg[22:0]);
    wire flag_e1 = (&e1reg) ? 1 : 0;  
    wire flag_e2 = (&e2reg) ? 1 : 0;
    reg [31:0] yr;
    assign yr = (flag_e1 && (~flag_e2)) ? {s1reg, 8'd255, nzm1, m1reg[21:0]} :
                       (flag_e2 && (~flag_e1)) ? {s2reg, 8'd255, nzm2, m2reg[21:0]} :
                       (flag_e1 && flag_e2 && nzm1) ? {s1reg, 8'd255, 1'b1, m1reg[21:0]} :
                       (flag_e1 && flag_e2 && nzm2) ? {s2reg, 8'd255, 1'b1, m2reg[21:0]} :
                       (flag_e1 && flag_e2 && (s1reg == s2reg)) ? {s1reg, 8'd255, 23'b0} :
                       (flag_e1 && flag_e2) ? {1'b1, 8'd255, 1'b1, 22'b0} : {sy, ey, my};
    reg ovfr;
    assign ovfr = ~(flag_e1) && ~(flag_e2) && (&ey) ? 1 : 0;
    always @(posedge clk) begin
        if (~rstn) begin
        y <= 0;
	    ovf <= 0;
        s1reg <= 0;
        s2reg <= 0;
        e1reg <= 0;
        e2reg <= 0;
        m1reg <= 0;
        m2reg <= 0;
        eydreg <= 0;
        stckreg <= 0;
        selreg <= 0;
        sereg <= 0;
        mydreg <= 0;
        end else begin
        s1reg <= s1;
        s2reg <= s2;
        e1reg <= e1;
        e2reg <= e2;
        m1reg <= m1;
        m2reg <= m2;
        eydreg <= eyd;
        stckreg <= stck;
        selreg <= sel;
        sereg <= se;
        mydreg <= myd;
        y <= yr;
        ovf <= ovfr;
        end
    end
endmodule
module fadd_p2_wrap (input wire [31:0] x1,
		input wire [31:0] x2,
		output wire [31:0] y,
		output wire 	  ovf,
		input wire 	  clk,
		input wire 	  rstn);
   fadd_p2 u1(x1,x2,y,ovf,clk,rstn);
endmodule
`default_nettype wire
[/design/flow/config.mk]
export PLATFORM = sky130hd
export DESIGN_NAME = fadd_p2_wrap
export DESIGN_NICKNAME = fadd_p2_wrap
export VERILOG_FILES = /design/flow/design.v
export SDC_FILE = /design/flow/constraint.sdc
export NUM_CORES = 4
export LEC_CHECK = 1
export CORE_UTILIZATION = 30
==> results.cfg <==
; yosys + openroad results
[route]
routed_wire_length_per_instance_um = 22.02
drt_first_pass_iters = 6
initialDrtViolationCount = 1948
vias = 16720
drt-total-wl_um = 63340
drc = 0
ant_nets = 0
route.antenna.diode_count = 0
routed_via_density = 5.812

[synthesis]
ys_warnings = 3
async_reset_ff_share_pct = 0
synthDominantAreaCellType = dfxtp_1
topCellsByArea = dfxtp_1, ha_1, nor2_1
ys_area_um2 = 15420
number_of_synthesized_flops_with_an_enable_pin = 0
postSynthRegisterBits = 138
yosys.area.top_type_share_pct = 17.92
yosys.stat.seqShare_pct = 17.92
synthCells = 2147
synth_cell_type_count = 109
yosys-stat-cells = 2147
flop_cell = dfxtp_1
synthesis.area_um2 = 15420
postSynthAreaPerCell_um2 = 7.181

[timing]
finalHoldViolations = 0
fin_crit_sh_pct = 43.21
rsz0062_at_grt = false
worst_pin_slew_ns = 1.023
worst_slew_margin_rel_pct = 31.79
clock.fmax_mhz = 49.99
setup_total_negative_slack_ns = 0
setup_viol = 0
maxSlewViolCount = 0
timing.final.crit_period_ns = 20.00
finalClockSkew_ns = 0.01258
hold-worst-slack_ns = 0.5073

[worst_hold_path]
worstHoldPathType = flop to flop

[cells_and_area]
final_layout_size_suffix_gt1_share_pct = 8.757
ff_latch_area_um2 = 2763
most_common_cell_after_layout_fill_and_taps_aside = nor2_1
finish.utilization_pct = 34.91
final_cell_mix = nor2_1, nand2_1, o21ai_0, dfxtp_1, a21oi_1
layout-area-overhead-vs-synth_pct = 14.31
fillCellCount = 5313
final_cell_area_um2 = 17620
final-comb-area_um2 = 11780

[critical_path]
path_common_cell = o21ai_0
timing.critical_path.required_ns = 46.66
cp-start-kind = primary input
worst-path-buf-inv = 5
slowest_stage = a21oi_1
critPathMaxFanout = 45
path_delay_family = AND-OR/OR-AND gates
timing_worst_setup_path_type = primary input to flop
critPathMaxStageDelay_ns = 0.83
worstSetupEndpointType = flop
timing.critical_path.arrival_ns = 20.37

[power_and_ir_drop]
power.share.switching_pct = 48.24
leakage_uw = 0.006927
post_route_total_power_uw = 698.8
power.switching_uw = 337.1
irDropWorstVdd_uv = 19.27
share_clk_of_total_power_pct = 17.7
share_of_power_burned_in_registers_pct = 20.7
pwr-share-comb_pct = 61.6
internal_power_uw = 361.7
power_per_cell_area_nw_per_um2 = 39.65

[cts]
cts_resizes = 0
cts_buffer_depth = 2
tritoncts = yes
cts_inserted_buffers = 17
cts-hold-fix-buffers = 0
worstSkewPairLatency_ns = 0.42
clk_transition_reported_paths_ns = 0.06
cts.htree.levels = 4
clock_sink_count = 138
cts.root.buffer_cell = clkbuf_16
cts.repair_timing.setup_buffer_count = 0

[floorplanning]
design.portCount = 99
core.rowCount = 82
initial_utilization_pct = 30.54
die.size.x_um = 228.7
die_height_um = 228.7
die_area_um2 = 52310
core_area_um2 = 50480

[flow_run]
tool_warnings = 49
maxCapViolCount = 0

[placed_design]
port-buffer-count = 98
detailed_place_hpwl_um = 51140
place_congestion = 1.042
placement.cell_area_um2 = 17080

[global_routing]
grt_start_max_net_pins = 56
global_route.usage.total_pct = 24.16
global_route.overflow_total = 0
initial_antenna_violation_count = 2
grt_pass1_vias = 15610
global_route_wire_length_before_repair_um = 95960

[status]
status = complete, no violations
-- registers in the layout, indices dropped and copies added, names as in the netlist, 5 cells and up --
signal,flops
u1.y,32
u1.e2reg,8
u1.e1reg,8
u1.m1reg,23
u1.m2reg,23
u1.sereg,5
u1.eydreg,8
u1.mydreg,26
-- metal layers --
| layer | global-route usage (%) | share of wire, % |
|---|---|---|
| met4 | 6.879 | 3.2 |
| met1 | 36.01 | 45 |
| met3 | 4.409 | 8.5 |
| met5 | 0 | 0 |
| met2 | 35.64 | 43 |
-- tightest hold or removal path: stages, from the launching register on --
cell,delay [ns]
dfxtp_1,0.33
nand2_1,0.07
a31oi_1,0.06
-- cell usage after synthesis (52+ instances only) --
library cell	instances
a21oi_1	133
a22oi_1	56
and2_1	52
clkbuf_1	76
dfxtp_1	138
ha_1	93
inv_1	122
mux2i_1	66
nand2_1	220
nand3_1	70
nor2_1	267
nor3_1	55
o21ai_0	138
-- worst paths after layout --
path              cells past startpoint  slack [ns]                endpoint               startpoint
setup / recovery                     44       26.30  u1.sereg[1]$_SDFF_PP0_                   x1[29]
hold reg to reg                       2        0.51     u1.y[21]$_SDFF_PN0_  u1.m2reg[21]$_SDFF_PN0_
setup reg to reg                     25       38.63       u1.ovf$_SDFF_PN0_   u1.sereg[1]$_SDFF_PP0_
hold / removal                        2        0.51     u1.y[21]$_SDFF_PN0_  u1.m2reg[21]$_SDFF_PN0_
-- per-stage QoR --
stage / cells / setup WS [ns]
2_1_floorplan: 2147 / 27.98
3_3_place_gp: 2844 / 26.14
3_5_place_dp: 2844 / 26.08
4_1_cts: 2876 / 26.46
5_1_grt: 2876 / 25.33
6_report: 2876 / 26.30
-- power groups by stage --
stage         Clock, uW  Sequential, uW  Combinational, uW
finish              124             145                430
global route        132             147                466
CTS                 126             145                422
-- cell type report --
cell class,instances,share of cell area (%)
multi-input combinational,1778,66.82
timing repair buffer,134,7.071
clock buffer,19,2.456
tap,672,4.771
inverter,122,2.598
sequential,138,15.68
clock inverter,13,0.6105
-- cells by family after synthesis --
| group | count (synthesis) | synth area share (%) |
|---|---|---|
| flip-flops | 138 | 17.92 |
| buffers and inverters | 231 | 5.973 |
| AND-OR/OR-AND | 671 | 30.80 |
| adder cells (fa/ha/maj) | 96 | 7.936 |
| XOR/XNOR | 74 | 4.423 |
| multiplexers | 105 | 7.214 |
| AND/OR/NAND/NOR | 832 | 25.74 |
Power is estimated from default activity; no workload was simulated.
