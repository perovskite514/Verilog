<file path="/design/flow/run.sh">
#!/bin/bash
# OpenROAD 26Q1-2900-gdf79404cd8, Yosys 0.63+post, stock flow scripts
make -C /OpenROAD-flow-scripts/flow DESIGN_CONFIG=/design/flow/config.mk WORK_HOME=/design/flow/orfs finish
</file>
<file path="/design/flow/design.v">
`default_nettype none
module datamover_axi
  #( parameter AWIDTH = 12,
     parameter IAWIDTH = 10 )
   ( output wire [IAWIDTH-1:0]        iaddr,
     input wire [4+AWIDTH+AWIDTH-1:0] instr,
     input wire                       instr_val,
     output wire                      axi_awvalid,  
     input wire                       axi_awready,
     output wire [31:0]               axi_awaddr,  
     output reg [2:0]                 axi_awprot,
     output wire                      axi_wvalid,  
     input wire                       axi_wready,
     output reg [31:0]                axi_wdata,   
     output reg [3:0]                 axi_wstrb,
     input wire                       axi_bvalid,  
     output wire                      axi_bready,
     input wire [1:0]                 axi_bresp,
     output wire                      axi_arvalid,  
     input wire                       axi_arready,
     output reg [31:0]                axi_araddr,  
     output reg [2:0]                 axi_arprot,
     input wire                       axi_rvalid,  
     output reg                       axi_rready,
     input wire [31:0]                axi_rdata,  
     input wire [1:0]                 axi_rresp,
     output reg                       data_rdy,
     input wire                       clk,
     input wire                       rstn);
   reg [2:0] 		     state;
   reg [IAWIDTH-1:0] 	    pc;
   wire [3:0]		    opcode;
   wire [31:0] 	  op_a;
   wire [31:0] 	  op_b;
   reg                 awvalid;
   reg                  wvalid;
   reg                 arvalid;
   reg [31:0]          araddr1;
   reg [31:0]          araddr2;
   reg [31:0]          araddr3;
   reg [31:0]           awaddr;
   reg [31:0]          awaddr1;
   reg [31:0]          awaddr2;
   reg [31:0]          awaddr3;
   reg [31:0]      awaddr_last;
   reg [31:0]            wdata;
   reg [31:0]           rdata1;
   reg [31:0]           rdata2;
   reg [31:0]           rdata3;
   reg                       f;
   reg                      f1;
   reg                      f2;
   reg                   arfin;
   reg                 readfin;
   localparam s_wait = 0;
   localparam s1 = 1;
   localparam s2 = 2;
   localparam s3 = 3;
   localparam s_last = 5;
   localparam s_finst = 6;
   localparam s_fread = 4;
   assign opcode = instr[4+AWIDTH+AWIDTH-1:AWIDTH+AWIDTH];
   assign op_a = 4 * instr[AWIDTH-1:0];
   assign op_b = 4 * instr[AWIDTH+AWIDTH-1:AWIDTH];
   assign iaddr = pc;
   assign axi_wstrb = 4'b1111;
   assign axi_awprot = 3'b0;
   assign axi_arprot = 3'b0;
   assign axi_arvalid = (~arfin) && (state >= 1 && state <= 4);
   assign axi_araddr = state == s_fread ? araddr1 :
                       state == s1 ? araddr2 :
                       state == s2 ? araddr3 :
                       state == s3 ? araddr1 :
                       0;
   assign axi_rready =  (~readfin) && (state >= 1 && state <= 4);
   assign axi_awvalid = (state == s_fread && arfin && readfin) ||
                       (state == s1 && f1 == 0) ||
                       (state == s1 && arfin && readfin && f2) ||
                       (state == s2 && f1 == 0) ||
                       (state == s2 && arfin && readfin && f2) ||
                       (state == s3 && f1 == 0) ||
                       (state == s3 && arfin && readfin && f2) ||
                       (state == s_last && f1 == 0);
   assign axi_awaddr = (opcode != 0 && arfin && readfin && f2) ? awaddr_last :
                       (state == s_fread && arfin && readfin) ? awaddr1 :
                       (state == s1 && f1 == 0) ? awaddr1 :
                       (state == s1 && arfin && readfin && f2) ? awaddr2 :
                       (state == s2 && f1 == 0) ? awaddr2 :
                       (state == s2 && arfin && readfin && f2) ? awaddr3 :
                       (state == s3 && f1 == 0) ? awaddr3 :
                       (state == s3 && arfin && readfin && f2) ? awaddr1 :
                       (state == s_last && f1 == 0) ? awaddr_last :
                       0;
   assign axi_wvalid = (state == s_fread && arfin && readfin) ||
                       (state == s1 && f == 0) ||
                       (state == s1 && arfin && readfin && f2) ||
                       (state == s2 && f == 0) ||
                       (state == s2 && arfin && readfin && f2) ||
                       (state == s3 && f == 0) ||
                       (state == s3 && arfin && readfin && f2) ||
                       (state == s_last && f == 0);      
   assign axi_wdata = (opcode != 0 && arfin && readfin && f2) ? wdata :
                      (state == s_fread && arfin && readfin) ? rdata1 :
                      (state == s1 && f == 0) ? rdata1 :
                      (state == s1 && arfin && readfin && f2) ? rdata2 :
                      (state == s2 && f == 0) ? rdata2 :
                      (state == s2 && arfin && readfin && f2) ? rdata3 :
                      (state == s3 && f == 0) ? rdata3 :
                      (state == s3 && arfin && readfin && f2) ? rdata1 :
                      (state == s_last && f == 0) ? wdata :
                      0;
   assign axi_bready = f && f1;     
   always @(posedge clk) begin
      if (~rstn) begin
         state <= s_wait;
         data_rdy <= 0;
         pc <= 0;
         araddr1 <= 0;
         araddr2 <= 0;
         araddr3 <= 0;
         awaddr1 <= 0;
         awaddr2 <= 0;
         awaddr3 <= 0;
         rdata1 <= 0;
         rdata2 <= 0;
         rdata3 <= 0;
         arfin <= 0;
         readfin <= 0;
          f <= 0;
         f1 <= 0;
         f2 <= 0;
         awaddr_last <= 0;
         wdata <= 0;
      end else if (state == s_wait) begin
         if (instr_val) begin
            state <= s_finst;
         end
      end else if (state == s_finst) begin
            awaddr1 <= op_b;
            araddr1 <= op_a;
            state <= s_fread;
            pc <= pc + 1;
      end else if (state == s_fread) begin
            awaddr2 <= op_b;
            araddr2 <= op_a;
         if (axi_arready) begin
            arfin <= 1;
         end
         if (axi_rvalid) begin
            rdata1 <= axi_rdata;
            readfin <= 1;
         end
         if(arfin && readfin) begin
             state <= s1;
             pc <= pc + 1;
             arfin <= 0;
             readfin <= 0;
         end
      end else if (state == s1) begin
            araddr3 <= op_a;
            awaddr3 <= op_b;
        if (axi_arready) begin
            arfin <= 1;
        end 
        if (axi_rvalid) begin
            readfin <= 1;
            rdata2 <= axi_rdata;
            wdata <= axi_rdata;
        end
        if (axi_wready) begin
            f <= 1;
        end
        if (axi_awready) begin
            f1 <= 1;
        end
        if (axi_bvalid) begin
            f2 <= 1;
        end
        awaddr_last <= awaddr2;
        if (arfin && readfin && f && f1 && f2) begin
            f <= 0;
            f1 <= 0;
            f2 <= 0;
            arfin <= 0;
            readfin <= 0;
            pc <= pc + 1;
            if(opcode != 0) begin
                state <= s_last;
            end else begin
                state <= s2;
            end
        end
      end else if (state == s2) begin
            araddr1 <= op_a;
            awaddr1 <= op_b;
        if (axi_arready) begin
            arfin <= 1;
        end 
        if (axi_rvalid) begin
            readfin <= 1;
            rdata3 <= axi_rdata;
            wdata <= axi_rdata;
        end
        if (axi_wready) begin
            f <= 1;
        end
        if (axi_awready) begin
            f1 <= 1;
        end
        if (axi_bvalid) begin
            f2 <= 1;
        end
        awaddr_last <= awaddr3;
        if (arfin && readfin && f && f1 && f2) begin
            f <= 0;
            f1 <= 0;
            f2 <= 0;
            arfin <= 0;
            readfin <= 0;
            pc <= pc + 1;
            if(opcode != 0) begin
                state <= s_last;
            end else begin
                state <= s3;
            end
        end
      end else if (state == s3) begin
            araddr2 <= op_a;
            awaddr2 <= op_b;
        if (axi_arready) begin
            arfin <= 1;
        end 
        if (axi_rvalid) begin
            readfin <= 1;
            rdata1 <= axi_rdata;
            wdata <= axi_rdata;
        end
        if (axi_wready) begin
            f <= 1;
        end
        if (axi_awready) begin
            f1 <= 1;
        end
        if (axi_bvalid) begin
            f2 <= 1;
        end
        awaddr_last <= awaddr1;
        if (arfin && readfin && f && f1 && f2) begin
            f <= 0;
            f1 <= 0;
            f2 <= 0;
            arfin <= 0;
            readfin <= 0;
            pc <= pc + 1;
            if(opcode != 0) begin
                state <= s_last;
            end else begin
                state <= s1;
            end
        end
      end else if (state == s_last) begin
          if (axi_wready) begin
            f <= 1;
          end
          if (axi_awready) begin
            f1 <= 1;
          end
          if (axi_bvalid) begin
            f2 <= 1;
          end
          if (f && f1 && f2) begin
            f <= 0;
            f1 <= 0;
            f2 <= 0;
            state <= s_wait;
            data_rdy <= 1;
            end
        end
   end
endmodule
`default_nettype wire
`default_nettype none
module datamover_axi_wrap
  #( parameter AWIDTH = 12,
     parameter IAWIDTH = 10 )
   ( output wire [IAWIDTH-1:0]        iaddr,
     input wire [4+AWIDTH+AWIDTH-1:0] instr,
     input wire                       instr_val,
     output wire                      axi_awvalid,
     input wire                       axi_awready,
     output wire [31:0]               axi_awaddr,
     output wire [2:0]                axi_awprot,
     output wire                      axi_wvalid,
     input wire                       axi_wready,
     output wire [31:0]               axi_wdata,
     output wire [3:0]                axi_wstrb,
     input wire                       axi_bvalid,
     output wire                      axi_bready,
     input wire [1:0]                 axi_bresp,
     output wire                      axi_arvalid,
     input wire                       axi_arready,
     output wire [31:0]               axi_araddr,
     output wire [2:0]                axi_arprot,
     input wire                       axi_rvalid,
     output wire                      axi_rready,
     input wire [31:0]                axi_rdata,
     input wire [1:0]                 axi_rresp,
     output wire                      data_rdy,
     input wire                       clk,
     input wire                       rstn);
   datamover_axi #(AWIDTH, IAWIDTH) u1 (iaddr, instr, instr_val,
                 axi_awvalid, axi_awready, axi_awaddr, axi_awprot,
                 axi_wvalid, axi_wready, axi_wdata, axi_wstrb,
                 axi_bvalid, axi_bready, axi_bresp,
                 axi_arvalid, axi_arready, axi_araddr, axi_arprot,
                 axi_rvalid, axi_rready, axi_rdata, axi_rresp,
                 data_rdy, clk, rstn);
endmodule
`default_nettype wire
</file>
<file path="/design/flow/constraint.sdc">
current_design datamover_axi_wrap

set clk_period 6.2
set clk_io_pct 0.2

create_clock -name clk0 -period $clk_period [get_ports {clk}]

set non_clock_inputs [all_inputs -no_clocks]
set_input_delay [expr $clk_period * $clk_io_pct] -clock clk0 $non_clock_inputs
set_output_delay [expr $clk_period * $clk_io_pct] -clock clk0 [all_outputs]
</file>
<file path="/design/flow/config.mk">
export PLATFORM = sky130hd
export DESIGN_NAME = datamover_axi_wrap
export DESIGN_NICKNAME = datamover_axi_wrap
export VERILOG_FILES = /design/flow/design.v
export SDC_FILE = /design/flow/constraint.sdc
export NUM_CORES = 4
export LEC_CHECK = 1
export CORE_UTILIZATION = 30
</file>
==> flow_summary.yaml <==
# synthesis and place-and-route metrics
status:
  status: "finished clean"
timing:
  setup-tns-final_ns: 0
  period_used_pct: 83.3
  fmax_ghz: 0.194
  report.final.slew_viol_count: 0
  hold_viol_final: 0
  fin_worst_skew_ns: 0.0156
  setup_viol: 0
  tightest_slew_ns: 0.788
  rsz0062_at_grt: "false"
  period_minus_slack_ns: 5.17
  hold_slack_ns: 0.454
  slew_headroom_pct: 47.5
grt:
  grt_max_degree: 100
  grt_overflow: 0
  track_usage_pct: 19.8
  grt_pass1_wl_mm: 64.0
  grt_pass1_vias: 11300
  grt_antenna_before_repair: 0
flow_run:
  max_cap_violations: 0
  tool_warnings: 29
die:
  coreArea_um2: 40700
  row_count: 74
  ios: 194
  die_width_um: 205
  fp.dieH_um: 205
  initCoreUtil_pct: 30.4
  chip_area_um2: 42100
worst_setup_path:
  path_max_fanout: 44
  path_buffers: 3
  cp-start-kind: "input pin"
  crit_type: "in2out"
  critPathRequiredTime_ns: 4.96
  cp_data_arrival_time_ns: 3.93
  path_delay_family: "buffers and inverters"
  path_cells: "clkdlybuf4s50_1 > nor4_2 > nor3b_2 > buf_4 > mux2i_1 > a31oi_1 > clkdlybuf4s50_1"
  worst_path_most_repeated_cell: "clkdlybuf4s50_1"
  worst_setup_path_end_kind: "output pin"
  slowest_stage: "nor4_2"
  max_stage_delay_ns: 0.63
power:
  intPower_mw: 2.60
  powerDensity_nw_per_um2: 226
  cellLeakagePower_nw: 4.69
  max-vdd-ir-drop_mv: 0.187
  pwr-share-seq_pct: 45.6
  p_clk_share_pct: 50.0
  p_switching_mw: 0.757
  comb_power_share_pct: 4.4
  swShare_pct: 22.5
clock_network:
  clk_path_buf_depth: 3
  clock_tree.root_cell: "clkbuf_16"
  cts_tree: "built"
  cts_hold_buf: 0
  htreeDepth: 1
  cts_buffers: 27
  cts_resized: 0
  cts_setup_buffers: 0
  clock_latency_ns: 0.55
  clkSinkCount: 235
  path_clk_slew_ns: 0.06
yosys:
  async_reset_ff_share_pct: 0
  synthDistinctLibCells: 53
  syn_inst: 1662
  yosys_area_um2: 12400
  yosys_cells: 1662
  synth_area_leader_cell: "dfxtp_1"
  ys_seq_share_pct: 38.0
  area_leaders: "dfxtp_1 38%, nand2_1 12%, a21oi_1 11%"
  synthFlopType: "dfxtp_1"
  synth-edff-count: 0
  numSynthFlops: 235
  syn_area_um2: 12400
  syn_avg_cell_area_um2: 7.44
  yosys_warnings: 7
  top_area_share_pct: 38.0
route:
  wl_mm: 41.1
  route.antenna.remaining_nets: 0
  vias_per_cell: 5.25
  drt_first_iter_violations: 918
  drt-pass1-iter-count: 5
  wl_per_cell_um: 18.1
  drc_errors: 0
  vias: 11900
finish:
  layout-drive-gt1-share_pct: 6.07
  area_delta_synth_final_pct: 19.9
  layout.cells.most_common: "nand2_1"
  final_area_um2: 14800
  mostFrequentLayoutCells: "394 x nand2_1, 274 x a21oi_1, 233 x dfxtp_1"
place:
  io_buffers: 139
  place.gp.congestion: 0.815
  place_hpwl_mm: 22.7
  postPlaceCellArea_um2: 13900
hold_path:
  min_path_type: "reg2reg"
[final cells by class]
class | instances | area, um2
antenna | 1 | 2.50
clock buffer | 40 | 805
clock inverter | 10 | 131
fill | 4120 | 25900
inverter | 49 | 189
multi-input combinational | 1219 | 6640
sequential | 235 | 4710
tap | 532 | 666
timing repair buffer | 178 | 1680
[worst reg2reg max path, stage by stage (launching register included)]
cell and delay [ns]:
dfxtp_2 0.47, buf_4 0.34, nor3b_1 0.44, o21a_2 0.69
buf_4 0.54, nand3_1 0.16, a21oi_1 0.15
[sequential cells by signal, indices dropped and copies added, names as in the netlist, 7 cells and up]
name,flops
u1.rdata1,32
u1.rdata2,32
u1.rdata3,32
u1.wdata,32
u1.araddr1,12
u1.araddr2,12
u1.araddr3,12
u1.awaddr1,12
u1.awaddr2,12
u1.awaddr3,12
u1.awaddr_last,12
u1.pc,10
u1.state,7
[power groups by stage]
| stage | logic [mW] | registers [mW] | clock network [mW] |
|---|---|---|---|
| finish | 0.148 | 1.53 | 1.68 |
| global route | 0.161 | 1.53 | 1.78 |
| CTS | 0.150 | 1.53 | 1.71 |
[cell families after synthesis]
group                      after synthesis  synth area share [%]
muxes                                   85                  6.88
and+or+nand+nor                        583                  21.4
buffers and inverters                  256                  10.0
other                                    2                0.0607
AOI/OAI and AO/OA                      500                  23.5
DFF                                    235                  38.0
adders and majority gates                1                 0.101
[final timing paths]
check,from,slack (ns),endpoint,cells past startpoint
hold / removal,u1.araddr3[5],0.45,u1.araddr3[5],2
setup / recovery,instr[25],1.03,axi_wdata[27],7
hold reg to reg,u1.araddr3[5],0.45,u1.araddr3[5],2
setup reg to reg,u1.state[4],3.33,u1.rdata1[20],6
[per-stage QoR]
step	util (%)	instances	setup slack [ns]	power (mW)
final	36.4	2264	1.03	3.36
after global routing	36.4	2263	0.915	3.47
after CTS	36.4	2263	1.07	3.39
after detailed placement	34.1	2213	1.06	1.71
after global placement	34.1	2213	1.07	1.71
after floorplan	-	1710	2.57	1.65
[synth_stat cells (all sizes together), types with 2 or more instances]
master,number
nand3b,13
nor3,2
nand2b,8
and4,3
nor2,41
a211oi,13
clkbuf,107
conb,2
o221ai,43
nor4,5
buf,100
o21bai,3
o21a,3
and3,5
nand3,42
nand4,5
a21oi,275
or3,2
inv,49
o21ai,77
mux2i,85
dfxtp,235
a31oi,32
or4,4
o31ai,4
nor3b,46
nand2,394
nor2b,2
o211ai,44
and2,5
[layer usage]
metal | GRT usage [%] | up-vias | share of wire (%)
met5 | 0 | - | 0
met4 | 5.08 | 0 | 2.1
met3 | 3.38 | 63 | 7.7
met2 | 31.1 | 492 | 46
met1 | 28.5 | 5574 | 44
li1 | - | 5764 | -
Power is estimated from default activity; no workload was simulated.
